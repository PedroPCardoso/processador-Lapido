==> ./design.v <==
module ex_mem(clock,
	ALUResult_in,
	memRead_in,
	memWrite_in,
	memToReg_in,
	registerFileDataB_in,
	registerFileWrite_in,
	regWrite_in,
	pcpp_in,
	ALUResult,
	memRead,
	memWrite,
	memToReg,
	registerFileDataB,
	registerFileWrite,
	regWrite,
	pcpp
);
input clock;
input [31:0] ALUResult_in;
input memRead_in, memWrite_in;
input [1:0] memToReg_in;
input [31:0] registerFileDataB_in;
input [3:0] registerFileWrite_in;
input regWrite_in;
input [31:0] pcpp_in;
output reg [31:0] ALUResult;
output reg memRead, memWrite;
output reg [1:0] memToReg;
output reg [31:0] registerFileDataB;
output reg [3:0] registerFileWrite;
output reg regWrite;
output reg [31:0] pcpp;
always @(negedge clock) begin
	ALUResult = ALUResult_in;
	memRead = memRead_in;
	memWrite = memWrite_in;
	memToReg = memToReg_in;
	registerFileDataB = registerFileDataB_in;
	registerFileWrite = registerFileWrite_in;
	regWrite = regWrite_in;
	pcpp = pcpp_in;
end
endmodule
==> ./run.sh <==
#!/bin/bash
# OpenROAD 26Q1-2900-gdf79404cd8, Yosys 0.63+post, stock flow scripts
make -C /OpenROAD-flow-scripts/flow DESIGN_CONFIG=/design/flow/config.mk WORK_HOME=/design/flow/orfs finish
==> ./config.mk <==
export PLATFORM = sky130hd
export DESIGN_NAME = ex_mem
export DESIGN_NICKNAME = ex_mem
export VERILOG_FILES = /design/flow/design.v
export SDC_FILE = /design/flow/constraint.sdc
export NUM_CORES = 4
export LEC_CHECK = 1
export CORE_UTILIZATION = 30
==> ./constraint.sdc <==
current_design ex_mem

set clk_period 1.0
set clk_io_pct 0.2

create_clock -name clk0 -period $clk_period [get_ports {clock}]

set non_clock_inputs [all_inputs -no_clocks]
set_input_delay [expr $clk_period * $clk_io_pct] -clock clk0 $non_clock_inputs
set_output_delay [expr $clk_period * $clk_io_pct] -clock clk0 [all_outputs]
==> ci_impl_report.md <==
### Flow metrics

| Metric | Value |
|---|---|
| Max clock buf depth | `2` |
| Iteration tally of the first detailed-router pass | `4` |
| Max IR drop VDD | `1.25 mV` |
| Largest net degree at the start of global routing | `17` |
| CP delay by family, top | `flip-flops` |
| Setup violators final | `105` |
| OpenROAD warnings | `132` |
| Top cells by area | `dfxtp_1 100%, inv_1 0.18%` |
| Mapped Area | `2110 sq um` |
| CP Data Arrival Time | `1.30 ns` |
| Core footprint | `6790 sq um` |
| Flip-flops with a built-in enable | `0` |
| # Cells Yosys | `106` |
| Setup WS pre-CTS | `-0.484 ns` |
| Antenna-violating nets left | `0` |
| Post-DP HPWL | `4440 um` |
| P_leak | `2.38 nW` |
| Worst Setup End Kind | `output pin` |
| Clk slew on worst S/H paths | `0.04 ns` |
| Placer Congestion | `0.707` |
| Yosys warning total | `1` |
| Startpoint Class | `register` |
| Pins Over Slew Limit | `0` |
| Unrepaired setup endpoints after global routing | `true` |
| Vias per cell | `3.61` |
| Row count | `30` |
| Syn-to-layout area delta | `110%` |
| Comb area | `0 sq um` |
| Placed cells | `412` |
| Cts bufs inserted | `9` |
| CP endpoint | `ALUResult[7]` |
| DRC errors left | `0` |
| Combinational power share | `6.1%` |
| Worst path bufs/invs | `1` |
| Initial antenna violation count | `0` |
| Crit-path cells | `buf_2` |
| Slew headroom | `92.9%` |
| Worst setup margin | `-0.500 ns` |
| Max-cap violations | `0` |
| Pwr/cell area | `2120 nW/um^2` |
| Async SR Flop Fraction | `0%` |
| Multi-input comb cells | `0` |
| Chip Area, Yosys | `2110 sq um` |
| WP data required | `0.80 ns` |
| CP Class | `reg -> out` |
| Clock power share | `46.1%` |
| Unique cell types | `2` |
| Crit. Startpoint | `ALUResult[7]` |
| DR iter-0 viols | `25` |
| Slowest stage delay, CP | `0.30 ns` |
| Area leader, netlist | `dfxtp_1` |
| Failing checks | `setup timing` |
| Ports | `211` |
| Number of global-route vias before repair | `2050` |
| Area of the die | `7360 sq um` |
| Yosys top cell by instances | `dfxtp_1` |
| # port buffers | `210` |
| Hold/Removal Path Class | `in -> reg` |
| WP depth | `1` |
| First-pass GRT wire length | `8660 um` |
| Syn avg cell area | `19.9 sq um` |
| Slowest-stage cell, CP | `dfxtp_2` |
| Fillers | `576` |
| Die H | `85.8 um` |
| Post-CTS Setup Repair Bufs | `0` |
| Layout cell share with drive strength beyond 1 | `28.4%` |
| CTS tree | `built` |
| Post-synth top flop | `dfxtp_1` |
| Switching Fraction | `26.6%` |
| NetSw | `2.49 mW` |
| P_int | `6.88 mW` |
| # H-tree levels | `3` |
| Mapped Cells | `106` |
| CTS Root Cell | `clkbuf_8` |
| Register share after synthesis | `99.8%` |
| Sink Count | `105` |
| Power share of the sequential group | `47.9%` |
| Post-Layout Cell Count | `532` |
| Final Hold Fails | `0` |
| WL final | `5860 um` |
| Ys flops | `105` |
| Die W | `85.8 um` |
| Top cell area share | `99.8%` |
| Tot GR Track Use | `16.1%` |
| CP Max Fanout | `1` |
| Grt total ovfl | `0` |
| Via count | `1923` |
| Most frequent cells after synthesis | `105 x dfxtp_1, 1 x inv_1` |
| Worst slew pin tran | `0.106 ns` |
| Routed len/inst | `11.0 um` |
| Outcome | `complete, but fails checks` |
| FP Util | `31.0%` |
| Inserted Diodes | `0` |
-- worst min path at each step --
stage                      startpoint      endpoint  slack, ns  cells past startpoint
after CTS                  pcpp_in[6]       pcpp[6]       0.72                      1
after global routing  ALUResult_in[4]  ALUResult[4]       0.72                      1
final                      pcpp_in[6]       pcpp[6]       0.74                      1
-- cell families (layout without fill, tap and decap cells) --
| family | count (synthesis) | after routing | synth area share (%) |
|---|---|---|---|
| buf+inv | 1 | 331 | 0.178 |
| flops | 105 | 105 | 99.8 |
-- stage by stage --
step | utilization, % | TNS (ns) | power [mW] | hold WS (ns) | cell area [sq um]
floorplan | - | 0 | 5.14 | 0.728 | 2110
global placement | 63.7 | -69.33 | 5.98 | 1.15 | 4330
detailed placement | 63.7 | -69.67 | 5.98 | 1.15 | 4330
CTS | 64.9 | -52.82 | 9.63 | 0.724 | 4410
global route | 64.9 | -55.39 | 10.2 | 0.716 | 4410
finish | 64.9 | -50.29 | 9.36 | 0.744 | 4410
-- layout make-up --
class,instances,area (sq um),share of cell area [%]
clock inverter,112,485,11.0
timing repair buffer,210,1580,35.7
sequential,105,2110,47.7
tap,96,120,2.72
clock buffer,9,124,2.81
-- per-layer routing --
metal / global-route usage [%] / share of wire (%) / routed length [um]
met4: 8.18 / 1.5 / 88
met1: 13.9 / 34 / 2020
met2: 24.9 / 48 / 2800
met3: 14.6 / 16 / 951
met5: 0 / 0 / 0
-- cell usage in the layout (no fill, tap or decap) --
cell             count
inv_1              105
clkdlybuf4s50_1    105
buf_2              105
dfxtp_1            102
clkbuf_8             9
dfxtp_2              3
clkinvlp_2           2
bufinv_16            2
inv_4                2
clkinv_4             1
-- power groups by stage --
stage / sequential, mW / combinational, mW / clock [mW]
final: 4.48 / 0.568 / 4.31
after global routing: 4.49 / 0.617 / 5.09
after CTS: 4.48 / 0.579 / 4.57
-- what timing repair did --
item / 4_1_cts / 5_1_grt
setup endpoints to repair: 105 / 105
hold buffers: 0 / 0
gates resized: 327 / 1
-- state kept, by name, summed over array words and instances (netlist names) --
signal / count
ALUResult: 32
memRead: 1
memToReg: 2
memWrite: 1
pcpp: 32
regWrite: 1
registerFileDataB: 32
registerFileWrite: 4
Power is estimated from default activity; no workload was simulated.
