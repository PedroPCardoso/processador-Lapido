### /design/flow/config.mk
export PLATFORM = sky130hd
export DESIGN_NAME = id_ex
export DESIGN_NICKNAME = id_ex
export VERILOG_FILES = /design/flow/design.v
export SDC_FILE = /design/flow/constraint.sdc
export NUM_CORES = 4
export LEC_CHECK = 1
export CORE_AREA = 10 10 159 159
export DIE_AREA = 0 0 169 169
### /design/flow/constraint.sdc
current_design id_ex

set clk_period 1.0
set clk_io_pct 0.2

create_clock -name clk0 -period $clk_period [get_ports {clock}]

set non_clock_inputs [all_inputs -no_clocks]
set_input_delay [expr $clk_period * $clk_io_pct] -clock clk0 $non_clock_inputs
set_output_delay [expr $clk_period * $clk_io_pct] -clock clk0 [all_outputs]
### /design/flow/design.v
module id_ex(clock,
	registerFileDataA_in,
	registerFileDataB_in,
	registerFileWrite_in,
	registerA_in,
	registerB_in,
	pcpp_in,
	extendedSignal_in,
	ALUOp_in,
	ALUSrc_in,
	memRead_in,
	memWrite_in,
	memToReg_in,
	regWrite_in,
	branch_in,
	jumpRegister_in,
	dataBRegisterFileSelector_in,
	registerFileDataA,
	registerFileDataB,
	registerFileWrite,
	registerA,
	registerB,
	pcpp,
	extendedSignal,
	ALUOp,
	ALUSrc,
	memRead,
	memWrite,
	memToReg,
	regWrite,
	branch,
	jumpRegister,
	dataBRegisterFileSelector
);
input clock;
input [31:0] registerFileDataA_in;
input [31:0] registerFileDataB_in;
input [3:0] registerFileWrite_in;
input [3:0] registerA_in;
input [3:0] registerB_in;
input [31:0] pcpp_in;
input [31:0] extendedSignal_in;
input [4:0] ALUOp_in;
input ALUSrc_in;
input memRead_in;
input memWrite_in;
input [1:0] memToReg_in;
input regWrite_in;
input branch_in;
input jumpRegister_in;
input dataBRegisterFileSelector_in;
output reg [31:0] registerFileDataA;
output reg [31:0] registerFileDataB;
output reg [3:0] registerFileWrite;
output reg [3:0] registerA;
output reg [3:0] registerB;
output reg [31:0] pcpp;
output reg [31:0] extendedSignal;
output reg [4:0] ALUOp;
output reg ALUSrc;
output reg memRead;
output reg memWrite;
output reg [1:0] memToReg;
output reg regWrite;
output reg branch;
output reg jumpRegister;
output reg dataBRegisterFileSelector;
always @(negedge clock) begin
	registerFileDataA = registerFileDataA_in;
	registerFileDataB = registerFileDataB_in;
	registerFileWrite = registerFileWrite_in;
	registerA = registerA_in;
	registerB = registerB_in;
	pcpp = pcpp_in;
	extendedSignal = extendedSignal_in;
	ALUOp = ALUOp_in;
	ALUSrc = ALUSrc_in;
	memRead = memRead_in;
	memWrite = memWrite_in;
	memToReg = memToReg_in;
	regWrite = regWrite_in;
	branch = branch_in;
	jumpRegister = jumpRegister_in;
	dataBRegisterFileSelector = dataBRegisterFileSelector_in;
end
endmodule
### /design/flow/run.sh
#!/bin/bash
# OpenROAD 26Q1-2900-gdf79404cd8, Yosys 0.63+post, stock flow scripts
make -C /OpenROAD-flow-scripts/flow DESIGN_CONFIG=/design/flow/config.mk WORK_HOME=/design/flow/orfs finish
==> results.yml <==
# yosys + openroad results
run_status:
  outcome: "finished, violations left"
  violations: "setup timing"
setup_path:
  cp_num_buf_inv: 1
  startpoint_type: "flop"
  worstPathRequired_ps: 800
  path_class: "reg -> out"
  crit_slowest_cell: "dfxtp_2"
  cp_top_family: "flip-flops"
  crit_path_max_incr_delay_ps: 310
  crit_chain: "buf_2"
  worst-path-max-fanout: 1
  crit_start: "registerFileDataB[7]"
  critical_path_arrival_ps: 1360
  end_kind: "output port"
global_route:
  grt_pass1_wl_um: 17400
  track_usage_pct: 7.93
  overflow: 0
  grt_max_degree: 17
  antenna_found_initial: 0
  grt_pass1_vias: 3395
clocking:
  cts_made_buffers: 17
  clockBufferDepth: 2
  cts_sinks: 154
  htreeDepth: 4
  postCtsHoldBufs: 0
  cts_tree: "built"
  root_buffer: "clkbuf_16"
  clk_transition_reported_paths_ps: 30
sta:
  grt_setup_unrepaired: "true"
  setup_ws_ps: -560
  setup_viol: 154
  tightest_slew_ps: 175
  tns_ps: -80900
  slew_violations: 0
  max_slew_margin_pct: 88.3
  finalHoldViolCount: 0
synthesis:
  ys_cells: 155
  ys_warn_count: 1
  syn_inst: 155
  yosys.stat.chipArea_um2: 3090
  ys_types: 2
  ys_seq_share_pct: 99.9
  ys.flops: 154
  syn_area_um2: 3090
  syn_area_per_cell_um2: 19.9
power_and_ir_drop:
  p_leak_nw: 3.61
  swShare_pct: 26.7
  irDropWorstVdd_mv: 0.943
  switchingPower_mw: 4.18
  finalPower_mw: 15.7
  powerDensity_nw_per_um2: 2270
  pwr-share-clk_pct: 52.3
  internal_power_mw: 11.5
  combPwrFrac_pct: 5.6
  seq_power_share_pct: 42.1
layout:
  stdcell_count: 926
  drive_above_1_share_pct: 31.4
  register_area_um2: 3110
  comb_cells: 0
  layout.area.comb_um2: 0
  synthToLayoutAreaGrowth_pct: 124
  fill_cells: 2203
routing:
  drt_iter0_drc: 104
  detail-route-antenna-nets: 0
  via_count: 2885
  vias_per_cell: 3.12
  drc: 0
  antenna_cells: 0
  totalWireLength_um: 11800
  firstDrtPassIters: 3
  wl_per_cell_um: 12.7
worst_hold_path:
  worstHoldStart: "extendedSignal_in[22]"
  holdCritPathClass: "in -> reg"
placed_design:
  place.gp.congestion: 0.729
  placedCellCount: 743
  port_buffers: 308
  dp_hpwl_um: 9330
floorplanning:
  die_h_um: 169
  die_w_um: 169
  row_count: 54
  dieArea_um2: 28600
  core_area_um2: 21800
  fp_util_pct: 14.1
  pin_count: 309
run:
  tool_warnings: 181
  drv_cap: 0
[cell usage after synthesis (all sizes together)]
library cell  count  share of area, %
dfxtp           154               100
inv               1              0.12
[layer usage]
metal  global-route usage [%]  vias to the layer above  routed length, um
li1                         -                     1436                  -
met1                     6.45                     1207               3810
met2                     11.7                      217               5620
met3                     8.37                       25               2060
met4                     4.24                        0                258
met5                        0                        -                  0
[metrics by stage]
step / hold WS [ps] / setup slack, ps / instance area, um2 / utilization [%]
floorplan: 728 / 38.5 / 3090 / -
global placement: 1150 / -536 / 6520 / 29.9
detailed placement: 1150 / -539 / 6520 / 29.9
CTS: 673 / -595 / 6870 / 31.5
global route: 662 / -611 / 6910 / 31.7
finish: 699 / -560 / 6910 / 31.7
[logic make-up after synthesis]
family / synth area share [%]
flip-flops: 99.9
buffers and inverters: 0.121
[sequential cells by signal, indices dropped and copies added (netlist names)]
register	cells
ALUSrc	1
registerFileDataA	32
memRead	1
pcpp	32
regWrite	1
registerA	4
branch	1
extendedSignal	32
registerFileWrite	4
dataBRegisterFileSelector	1
registerFileDataB	32
memToReg	2
memWrite	1
jumpRegister	1
ALUOp	5
registerB	4
[layout make-up]
class	instances	share of cell area (%)
clock buffers	17	6.15
clock inverters	167	10.0
flip-flops and latches	154	45.0
well taps	280	5.07
repair buffers	308	33.8
[power by group through the flow]
| stage | Sequential, mW | Clock [mW] | Combinational (mW) |
|---|---|---|---|
| final | 6.60 | 8.20 | 0.870 |
| after CTS | 6.59 | 8.75 | 0.895 |
| after global routing | 6.62 | 9.48 | 0.959 |
[repair_timing]
action                     CTS  global route
setup endpoints to repair  154           154
gates resized              494            18
buffers inserted             0             0
pin swaps                    0             0
[cell usage in the layout (no fill, tap or decap), drive strengths merged]
| cell type | Yosys | final |
|---|---|---|
| buf | 0 | 154 |
| bufinv | 0 | 1 |
| clkbuf | 0 | 17 |
| clkdlybuf4s50 | 0 | 154 |
| clkinv | 0 | 2 |
| clkinvlp | 0 | 2 |
| dfxtp | 154 | 154 |
| inv | 1 | 162 |
[final timing paths]
kind / to / slack, ps / depth (start not counted)
max: registerFileDataB[7] / -560 / 1
min: extendedSignal[22] / 700 / 1
Power is estimated from default activity; no workload was simulated.
