**/design/flow/design.v**
```verilog
module meio_somador (S, C, A, B);
output S, C;
input  A, B;
assign S = A ^ B;
assign C = A & B;
endmodule
module SOMADOR (Soma, Cout, A, B, Cin);
output Soma, Cout;
input  A, B, Cin;
wire Carry_1, Carry_2, Soma_1;
meio_somador U1 (Soma_1, Carry_1, A, B);
meio_somador U2 (Soma, Carry_2, Cin, Soma_1);
or           U3 (Cout, Carry_1, Carry_2);
endmodule
module ripple_carry_adder (Soma, Cout, A, B, Cin);
output [31:0]Soma;
output Cout;
input  [31:0]A;
input  [31:0]B;
input  Cin;
wire C0, C1, C3 , C4, C5, C6, C7, C8, C9, C10, C11, C12, C13, C14, C15, C16;
wire C17, C18 , C19, C20, C21, C22, C23, C24, C25, C26, C27, C28, C29, C30, C31;
SOMADOR U0 (Soma[0], C0,   A[0], B[0], Cin);
SOMADOR U1 (Soma[1], C1,   A[1], B[1], C0);
SOMADOR U2 (Soma[2], C2,   A[2], B[2], C1);
SOMADOR U3 (Soma[3], C3,   A[3], B[3], C2);
SOMADOR U4 (Soma[4], C4,   A[4], B[4], C3);
SOMADOR U5 (Soma[5], C5,   A[5], B[5], C4);
SOMADOR U6 (Soma[6], C6,   A[6], B[6], C1);
SOMADOR U7 (Soma[7], C7,   A[7], B[7], C2);
SOMADOR U8 (Soma[8], C8,   A[8], B[8], Cin);
SOMADOR U9 (Soma[9], C9,   A[9], B[9], C0);
SOMADOR U10 (Soma[10], C10,   A[10], B[10], C1);
SOMADOR U11 (Soma[11], C11, A[11], B[11], C2);
SOMADOR U12 (Soma[12], C12,   A[12], B[12], Cin);
SOMADOR U13 (Soma[13], C13,   A[13], B[13], C0);
SOMADOR U14 (Soma[14], C14,   A[14], B[14], C1);
SOMADOR U15 (Soma[15], C15,   A[15], B[15], C2);
SOMADOR U16 (Soma[16], C16,   A[16], B[16], Cin);
SOMADOR U17 (Soma[17], C17,   A[17], B[17], C0);
SOMADOR U18 (Soma[18], C18,   A[18], B[18], C1);
SOMADOR U19 (Soma[19], C19, A[19], B[19], C2);
SOMADOR U20 (Soma[20], C20,   A[20], B[20], Cin);
SOMADOR U21 (Soma[21], C21,   A[21], B[21], C0);
SOMADOR U22 (Soma[22], C22,   A[22], B[22], C1);
SOMADOR U23 (Soma[23], C23, A[23], B[23], C2);
SOMADOR U24 (Soma[24], C24,   A[24], B[24], Cin);
SOMADOR U25 (Soma[25], C25,   A[25], B[25], C0);
SOMADOR U26 (Soma[26], C26,   A[26], B[26], C1);
SOMADOR U27 (Soma[27], C27,    A[27], B[27], C2);
SOMADOR U28 (Soma[28], C28,   A[28], B[28], Cin);
SOMADOR U29 (Soma[29], C29,   A[29], B[29], C0);
SOMADOR U30 (Soma[30], C30,   A[30], B[30], C1);
SOMADOR U31 (Soma[31], Cout,   A[31], B[31], C2);
endmodule
```
**/design/flow/run.sh**
```bash
#!/bin/bash
# OpenROAD 26Q1-2900-gdf79404cd8, Yosys 0.63+post, stock flow scripts
make -C /OpenROAD-flow-scripts/flow DESIGN_CONFIG=/design/flow/config.mk WORK_HOME=/design/flow/orfs finish
```
**/design/flow/config.mk**
```make
export PLATFORM = sky130hd
export DESIGN_NAME = ripple_carry_adder
export DESIGN_NICKNAME = ripple_carry_adder
export VERILOG_FILES = /design/flow/design.v
export SDC_FILE = /design/flow/constraint.sdc
export NUM_CORES = 4
export LEC_CHECK = 1
export CORE_AREA = 10 10 79 79
export DIE_AREA = 0 0 89 89
```
**/design/flow/constraint.sdc**
```tcl
current_design ripple_carry_adder

set clk_period 6.5
set clk_io_pct 0.2

create_clock -name clk0 -period $clk_period

set non_clock_inputs [all_inputs -no_clocks]
set_input_delay [expr $clk_period * $clk_io_pct] -clock clk0 $non_clock_inputs
set_output_delay [expr $clk_period * $clk_io_pct] -clock clk0 [all_outputs]
```
==> out/metrics.cfg <==
[placement]
place_congestion=0.797
pre_cts_ws_ps=342
dp_cells=189
post_dp_cell_area_um2=1810
place_hpwl_um=2850
portBuffers=98

[synthesis]
ys_cells=68
top_cell_area_share_pct=59.9
syn_area_per_cell_um2=14.6
yosysTopAreaCell=xor3_1
area_leaders=xor3_1 (60%), buf_4 (24%), fa_1 (12%)
yosys_area_um2=992
synth_cell_types=5
yosysWarnings=1
syn_inst=68
netlist_area_um2=992
postSynthSeqShare_pct=0

[floorplan]
dieArea_um2=7920
io_pins=98
fp_util_pct=21.3
rows=25
die_w_um=89
fp.coreArea_um2=4660
die_h_um=89

[finish]
lay_top_count=clkdlybuf4s50_1
register_area_um2=0
final_cell_area_um2=1810
lay_top_cells=clkdlybuf4s50_1 (98), xor3_1 (25), fa_1 (6)
areaGrowthSynthToFinish_pct=82.2
ff_count=0
layout-drive-gt1-share_pct=0.741
instances_no_fill=189
clock_buffers=0

[drt]
drt_iter0_markers=2
antenna_cells=0
drt-total-wl_um=3040
viasPerCell=3.75
wire_per_inst_um=16.1
num_vias=709
post-route-drc-count=0
drt_pass1_iterations=2
drtAntennaViolNets=0

[sta]
rsz0062_at_grt=false
slew_violations=0
period_used_pct=94.0
hold_ws_ps=3600
worst_pin_slew_ps=299
finalSetupViolCount=0
slew_headroom_pct=80.0
fin_ws_ps=388
hold_viol_final=0
final.min_clock_period_ps=6110
max_freq_mhz=164
fin_tns_setup_ps=0

[global_routing]
grt_pass1_wl_um=4340
grt-ovfl-total=0
grt_max_degree=9
met3_usage_pct=6.15
met2_usage_pct=9.51
grt_use_met1_pct=8.70
grt_use_total_pct=6.98
grt_pass1_vias=850
busiest_layer=met2
grt_antenna_before_repair=0

[worst_setup_path]
crit_required_ps=5200
endpoint_kind=output pin
critPathArrivalTime_ps=4810
cp-start-kind=input port
endpoint=Soma[5]
startpoint=Cin
path_class=input port to output pin
worst-path-max-fanout=8

[power_and_ir_drop]
power_frac_seq_pct=0
p_leak_nw=0.849
powerDensity_nw_per_um2=100
pwr-share-clk_pct=0
power_frac_comb_pct=100.0
switchingPower_w=0.0000342
worst_ir_drop_vdd_mv=0.0457
p_int_w=0.000147
sw_frac_of_total_pct=18.9

[clocking]
cts_setup_buffers=0
cts_resized=0
hold_buffers=0

[run]
warnings=32
drv_cap=0

[worst_hold_path]
hold_path.class=input port to output pin

[outcome]
status=finished clean

## kinds of logic (layout without fill, tap and decap cells)
| group | count (synthesis) | count (layout) | synth area share (%) |
|---|---|---|---|
| buffers and inverters | 36 | 103 | 25.7 |
| xor gates and xnor gates | 26 | 26 | 62.2 |
| adders and majority gates | 6 | 6 | 12.1 |
## synth_stat cells
master and number:
buf_4 32, xnor3_1 1, xor3_1 25, inv_1 4, fa_1 6
## metal layers
metal	part of all wire, %	routed length (µm)
met2	34	1030
met5	0	0
met1	41	1260
met4	0	0
met3	25	749
## area by class of cell
cell class / count / area [µm²]
fill: 445 / 2850
inverter: 4 / 15.0
multi-input combinational: 32 / 737
tap: 54 / 67.6
timing repair buffer: 99 / 988
## worst min path at each step
stage     startpoint        to  slack [ps]  cells after the start
4_1_cts         A[7]   Soma[7]        3610                      3
6_report        A[7]   Soma[7]        3600                      3
5_1_grt        A[24]  Soma[24]        3630                      3
## per-stage QoR
| stage | power [W] | utilization (%) |
|---|---|---|
| global placement | 0.000185 | 38.8 |
| floorplan | 0.000105 | - |
| CTS | 0.000186 | 38.8 |
| finish | 0.000181 | 38.8 |
| global route | 0.000197 | 38.8 |
| detailed placement | 0.000184 | 38.8 |
## critical path, stage by stage
cell             delay [ps]
clkdlybuf4s50_1         540
fa_1                    560
fa_1                    560
fa_1                    460
fa_1                    370
inv_1                    70
fa_1                    160
xnor3_1                 370
clkdlybuf4s50_1         430
## power by group through the flow
| stage | combinational [W] | sequential [W] | clock, W |
|---|---|---|---|
| after global routing | 0.000197 | 0 | 0 |
| after CTS | 0.000186 | 0 | 0 |
| final | 0.000181 | 0 | 0 |
No activity file was given, so power comes from the tool's default toggle rates.
